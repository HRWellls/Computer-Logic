## flow/run.sh

```bash
#!/bin/bash
# OpenROAD 26Q1-2900-gdf79404cd8, Yosys 0.63+post, stock flow scripts
make -C /OpenROAD-flow-scripts/flow DESIGN_CONFIG=/design/flow/config.mk WORK_HOME=/design/flow/orfs finish
```

## flow/config.mk

```make
export PLATFORM = sky130hd
export DESIGN_NAME = vgac
export DESIGN_NICKNAME = vgac
export VERILOG_FILES = /design/flow/design.v
export SDC_FILE = /design/flow/constraint.sdc
export NUM_CORES = 4
export LEC_CHECK = 1
export CORE_UTILIZATION = 40
```

## flow/constraint.sdc

```tcl
current_design vgac

set clk_period 3.9
set clk_io_pct 0.2

create_clock -name clk0 -period $clk_period [get_ports {vga_clk}]

set non_clock_inputs [all_inputs -no_clocks]
set_input_delay [expr $clk_period * $clk_io_pct] -clock clk0 $non_clock_inputs
set_output_delay [expr $clk_period * $clk_io_pct] -clock clk0 [all_outputs]
```

## flow/design.v

```verilog
module vgac (
    input vga_clk, clrn,
    input [11:0] d_in,
    output reg [8:0] row_addr,
    output reg [9:0] col_addr,
    output reg [3:0] r, g, b,
    output reg rdn,
    output reg hs, vs
);
reg [9:0] h_count;  
reg [9:0] v_count;  
always @ (posedge vga_clk) begin
    if (!clrn) begin
        h_count <= 10'h0;
    end else if (h_count == 10'd799) begin
        h_count <= 10'h0;
    end else begin 
        h_count <= h_count + 10'h1;
    end
end
always @ (posedge vga_clk or negedge clrn) begin
    if (!clrn) begin
        v_count <= 10'h0;
    end else if (h_count == 10'd799) begin
        if (v_count == 10'd524) begin
            v_count <= 10'h0;
        end else begin
            v_count <= v_count + 10'h1;
        end
    end
end
wire [9:0] row = v_count - 10'd35;  
wire [9:0] col = h_count - 10'd143;  
wire h_sync = (h_count > 10'd95);  
wire v_sync = (v_count > 10'd1);  
wire read = (h_count > 10'd142) && (h_count < 10'd783) && (v_count > 10'd34) && (v_count < 10'd515);
always @ (posedge vga_clk) begin
    row_addr <= row[8:0];  
    col_addr <= col;  
    rdn <= ~read;  
    hs <= h_sync;  
    vs <= v_sync;  
    r <= rdn ? 4'h0 : d_in[3:0];  
	 g <= rdn ? 4'h0 : d_in[7:4];  
    b <= rdn ? 4'h0 : d_in[11:8];  
end
endmodule
```

==> deck_impl_summary.md <==
Run Summary

Outcome
  • Status: completed

Clocking
  • H-Tree Depth: 2
  • Hold-fix buffers, CTS: 0
  • Skew-Pair Late Insertion Delay: 0.31 ns
  • CTS tree: yes
  • Clock transition at path regs: 0.09 ns
  • Postcts setup bufs: 0
  • CTS max path bufs: 2
  • Root Buffer: clkbuf_8
  • # clock sinks: 54
  • Cts bufs inserted: 5
  • Resized cells post-CTS: 0

Placed design
  • RePlAce Congestion: 0.792
  • Port-buffer cells: 47
  • Dpl hpwl: 2.53 mm
  • Pre-CTS setup slack: 1.88 ns

Critical path
  • Reg-to-reg setup timing slack: 1.82 ns
  • WS Path Type: reg2out
  • Slowest stage delay, CP: 0.57 ns
  • WP buf/inv: 1
  • CP Launch Type: flop
  • Worst r2r src: h_count[1]
  • Worst EP required: 3.12 ns
  • Highest-delay cell along the critical path: dfxtp_1
  • CP Max Fanout: 13
  • Worst reg2reg path endpoint: v_count[4]
  • R2r worst-path depth: 5
  • Crit path max-delay family: flip-flops
  • Crit end category: output pin
  • CP Depth: 1
  • Cell Chain, Critical Path: clkdlybuf4s50_1
  • Crit path arrival time: 1.40 ns

Logic synthesis
  • YS warnings: 1
  • Ys flop type: dfxtp_1
  • Cell Type Count: 44
  • Mean post-synth cell area: 10.7 um2
  • Ys flops: 54
  • Cell type with the largest total area: dfxtp_1
  • Yosys synthesis chip area: 2110 um2
  • Post-synth area hogs: dfxtp_1, dfrtp_1, xor2_1
  • Yosys cell count: 197
  • Ys async rst share: 0.185
  • Mapped Area: 2110 um2
  • Register area share after synthesis: 0.536
  • Cells after Synth: 197
  • Flip-flops with a built-in enable: 0
  • Synth top area share: 0.417

Floorplanning
  • Core area: 5110 um2
  • Die outline height: 74.6 um
  • Die W: 74.6 um
  • Boundary pin count: 48
  • Die area: 5570 um2
  • Initial Util: 0.413
  • Row count: 26

Routing
  • Wire per inst: 12.3 um
  • Total Wirelength: 3.77 mm
  • DR vias: 1,457
  • DRT antenna net count: 0
  • Drt first-iter violations: 49
  • # diodes: 0
  • DRT Pass-1 Iters: 4
  • DRC: 0
  • Vias/cell: 4.75

Layout
  • Most instantiated logic cells after routing: clkdlybuf4s50_1, dfxtp_1, xor2_1
  • Most used logic cell in the final layout: clkdlybuf4s50_1
  • Share of cells above drive strength 1: 0.0633
  • Area Growth Syn to Fin: 27.6%

Hold path
  • Hold Path Depth: 1
  • Hold Path Origin: h_count[0]
  • Hold Crit Class: reg2reg
  • Worst Hold Path EP: col_addr[0]

Global routing
  • Overflow after GRT: 0
  • Initial antenna violation count: 0
  • Global-route wire length before repair: 6.08 mm
  • Largest net degree at the start of global routing: 16
  • Vias in the first global route: 1,309
  • Total global-route track usage: 0.145

Final timing
  • Final Hold Fails: 0
  • Clock Skews: 0.00743 ns
  • Setup ws final: 1.72 ns
  • RSZ-0062 raised after global routing: false
  • TNS Setup: 0 ns
  • Crit path time final: 2.18 ns
  • Slew Viols, Final: 0
  • Maximum clock rate: 458 MHz
  • Final setup vio count: 0
  • Slew HR: 0.684
  • Least-Margin Pin Slew: 0.472 ns
  • Cycle use final: 0.560

Power and ir drop
  • PwrDens: 346 nW/um2
  • Tot Pwr: 932 uW
  • Max VDD drop: 0.232 mV
  • Leak Pwr: 1.09 nW

Run
  • Max-Cap Viols: 0
  • Log Warnings: 30
per-layer routing:
metal	vias up	share of wire	GRT usage	wire length, um
met5	-	0	0	0
met3	7	0.089	0.0434	335
met1	655	0.48	0.218	1820
met2	50	0.41	0.215	1530
li1	745	-	-	-
met4	0	0.023	0.0273	87
how the worst max path moves through the flow:
stage,start,end,slack [ns]
CTS,rdn,rdn,1.69
global route,rdn,rdn,1.59
finish,rdn,rdn,1.72
sequential cells by signal (all words and copies together) (netlist names):
register and count:
col_addr 10, h_count 10, v_count 10, row_addr 9, b 4, g 4
r 4, hs 1, rdn 1, vs 1
cells in the mapped netlist, drive strengths merged (2+ instances only):
library cell / instances
a21oi: 4
buf: 11
o31ai: 3
ha: 7
inv: 4
o21ai: 5
and3: 4
o41ai: 2
dfxtp: 44
xor2: 15
nand3: 5
nor2b: 13
mux2: 2
and4: 3
dfrtp: 10
nand4: 7
clkbuf: 5
or3: 2
nand2: 8
and2: 2
nor3: 7
nor2: 11
xnor2: 7
cell type report:
cell class	count	area (um2)
Clock buffer	8	101
Fill cell	467	2410
Inverter	4	15.0
Multi-Input combinational cell	123	880
Sequential cell	54	1130
Tap cell	70	87.6
Timing Repair Buffer	48	478
power by group:
part           internal [mW]  switching [mW]
clock network          0.166           0.172
logic                 0.0226         0.00834
registers              0.559         0.00380
through the flow:
stage	area (um2)	cells	hold slack, ns	util
floorplan	2110	197	0.413	-
global placement	2590	299	0.436	0.507
detailed placement	2590	299	0.444	0.507
CTS	2690	307	0.466	0.527
global route	2690	307	0.501	0.527
finish	2690	307	0.460	0.527
cell families (layout without fill, tap and decap cells):
family,Yosys count,after routing,synth area share
xor gates and xnor gates,22,22,0.0913
AOI/OAI and AO/OA,24,24,0.0794
and+or+nand+nor,67,67,0.189
buffers and inverters,20,60,0.0474
DFF,54,54,0.536
adders and majority gates,7,7,0.0415
muxes,3,3,0.0154
No activity file was given, so power comes from the tool's default toggle rates.
